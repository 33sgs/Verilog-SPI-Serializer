==> design/flow/design.v <==
module serializer (i_Clock, i_Data_Ready, i_Data, o_CS, o_MOSI, o_SCLK, o_Ready);
	parameter	DATA_SIZE = 32,  
				DIVIDE_BY = 4;  
	input wire i_Clock;  
	input wire i_Data_Ready;  
	input wire [DATA_SIZE-1:0] i_Data;  
	output reg o_CS;  
	output reg o_MOSI;  
	output reg o_SCLK;  
	output reg o_Ready;  
	reg [DATA_SIZE-1:0] r_Data;
	reg [$clog2(DATA_SIZE)-1:0] r_Data_Index;
	reg [1:0] r_State;
	reg [$clog2(DIVIDE_BY)-1:0] r_Div;
	initial
	begin
			o_CS <= 1'b1;
			r_State <= 2'b00;
			o_MOSI <= 1'b0;
			o_SCLK <= 1'b0;
			o_Ready <= 1'b1;
			r_Data_Index <= 5'b00001;
			r_Div <= 1'b0;
	end
	always @(posedge i_Clock)
	begin
		r_Div <= r_Div + 1'b1;
		if(r_Div == (DIVIDE_BY-1))
		begin
			if(o_Ready && i_Data_Ready)
			begin
				r_Data <= i_Data;
				r_State <= 2'b00;
				o_Ready <= 1'b0;
				o_CS <= 1'b0;
			end
			else if (!o_Ready)
			begin
				if(r_State == 0)
				begin
					o_MOSI <= r_Data[0];
					r_State <= 1;
				end
				else if(r_State == 1)
				begin
					o_SCLK <= ~o_SCLK;
					if(o_SCLK)
					begin
						o_MOSI <= r_Data[r_Data_Index];
						if(r_Data_Index < (DATA_SIZE-1))
						begin
							r_Data_Index <= r_Data_Index + 1;
						end
						else
						begin
							r_State <= 2;
						end
					end
				end
				else if(r_State == 2)
				begin
					o_SCLK <= ~o_SCLK;
					r_State <= 3;
				end
				else if(r_State == 3)
				begin
					r_State <= 0;
					o_SCLK <= 1'b0;
					o_CS <= 1'b1;
					o_MOSI <= 1'b0;
					r_Data_Index <= 5'b00001;
					o_Ready <= 1'b1;
				end
			end
		end
	end
endmodule
==> design/flow/run.sh <==
#!/bin/bash
# OpenROAD 26Q1-2900-gdf79404cd8, Yosys 0.63+post, stock flow scripts
make -C /OpenROAD-flow-scripts/flow DESIGN_CONFIG=/design/flow/config.mk WORK_HOME=/design/flow/orfs finish
==> design/flow/config.mk <==
export PLATFORM = sky130hd
export DESIGN_NAME = serializer
export DESIGN_NICKNAME = serializer
export VERILOG_FILES = /design/flow/design.v
export SDC_FILE = /design/flow/constraint.sdc
export NUM_CORES = 4
export LEC_CHECK = 1
export CORE_AREA = 10 10 114 114
export DIE_AREA = 0 0 124 124
==> design/flow/constraint.sdc <==
current_design serializer

set clk_period 3.6
set clk_io_pct 0.2

create_clock -name clk0 -period $clk_period [get_ports {i_Clock}]

set non_clock_inputs [all_inputs -no_clocks]
set_input_delay [expr $clk_period * $clk_io_pct] -clock clk0 $non_clock_inputs
set_output_delay [expr $clk_period * $clk_io_pct] -clock clk0 [all_outputs]
==> CHANGELOG.md <==
### Metrics

- Arr. time, crit path: between 2000 and 2500 ps
- Placed inst area: roughly 2500 sq um
- Clk latency late pin: about 300 ps
- # resized after CTS: 0
- Startpoint Class: flop
- Post-synthesis instance total: ~130
- Worst-path clk slew: 80 ps
- First-pass GRT wire length: roughly 6.0 mm
- Status: finished, final reports clean
- I/O pins: 38
- Commonest flop: edfxtp_1
- Async S/R FF share, synth: 0%
- Num CTS Buffers: 5
- Chip area: 15400 sq um
- Post-placement worst setup slack: 1450 ps
- Slew @ Worst Pin: 751 ps
- Slew Viols, Final: 0
- H-Tree Depth: 2
- Mean Syn Cell Area: 15.6 sq um
- Initial drt markers: about 48
- Reg-to-reg slack, setup: ~1500 ps
- Critical path type: reg -> reg
- GP Congestion: ~0.83
- Wire per inst: about 12 um
- Synth Seq Share: about two thirds
- Sinks on Clock Net: between 40 and 50
- Worst vdd ir: 0.000166 V
- Most frequent cells in the layout: edfxtp_1 (43), clkdlybuf4s50_1 (37), nand2_1 (8), ha_1 (8), mux2i_1 (7)
- Tcrit/Tclk final: just under 60%
- Final worst path period need: between 2000 and 2500 ps
- CP Launch Point: r_Data_Index[0]
- Reg-to-reg startpoint: r_Data_Index[0]
- PwrDens: 372 nW/um^2
- Total gr overflow: 0
- Cell Type Count: 37
- Largest net degree at the start of global routing: 33
- CTS root buf: clkbuf_8
- LEAKAGE: around 0.86 nW
- Antenna diode count: 0
- Dominant logic cell type in the layout: edfxtp_1
- Post-route cell area: 2610 sq um
- GRT Util Overall: between 4 and 5%
- # Cells Yosys: 129
- Final ANT Viol Nets: 0
- Fmax: ~0.47 GHz
- Worst hold path class: reg -> reg
- R2r endpoint: o_MOSI
- Max transition margin: around half
- Final non-filler cell total: 306
- Crit path to: o_MOSI
- Routed WL: 3.77 mm
- OpenROAD warning count: 30
- Ys Warns: 1
- Placed cells: 298
- CP required: between 3000 and 4000 ps
- Die height: 124 um
- Cell Rows: 37
- Worst reg2reg path depth: 4
- Antenna violations before repair: 0
- Total number of vias: roughly 1100
- Cts hold-fix bufs: 0
- Post-synth regs: 45
- Pre-Repair DR Iteration Count: 4
- Total negative setup slack: 0 ps
- Post-CTS setup buffer count: 0
- Dpl hpwl: 2.89 mm
- Count of library flops with an enable pin: ~43
- Setup Skew: 8.59 ps
- Yosys chip area: roughly 2000 sq um
- Share of cells above drive strength 1: 6.47%
- Crit. End Element: flop
- I/O Buffers: 37
- Fin worst setup slack: ~1500 ps
- CTS tree: yes
- DRC viols: 0
- Max-capacitance violation count: 0
- P&R area growth vs syn: 29.8%
- Maximum root-to-sink buffer count: 2
- Routed vias/inst: 3.73
- Endpoints failing hold: 0
- CP max FO: 17
- Initial Utilization: 19.3%
- Core area: 10400 sq um
- RSZ-0062 raised after global routing: no
- Mapped cell area: between 2000 and 2500 sq um
- Endpoints failing setup: 0
- Total power: 0.971 mW
- Die width: roughly 120 um
- Vias in the first global route: roughly 1200
==> through the flow <==
step           utilization, %  hold slack [ps]
4_1_cts                  25.0              390
2_1_floorplan               -              357
6_report                 25.0              388
3_5_place_dp             24.0              372
3_3_place_gp             24.0              363
5_1_grt                  25.0              432
==> routing by layer <==
| metal | vias to the layer above | part of all wire (%) | GRT usage (%) | wire length (um) |
|---|---|---|---|---|
| met5 | - | 0 | 0 | 0 |
| met4 | 0 | 1.2 | 0.647 | 46 |
| met3 | 7 | 6.1 | 1.65 | 231 |
| met2 | 30 | 44 | 7.15 | 1670 |
| met1 | 531 | 48 | 7.13 | 1820 |
| li1 | 573 | - | - | - |
==> final cells by class <==
cell class	instances	area, sq um
Fill cell	1061	7810
Sequential cell	45	1330
Multi-Input combinational cell	76	612
Timing Repair Buffer	38	378
Tap cell	136	170
Clock buffer	6	72.6
Clock inverter	2	33.8
Inverter	3	11.3
==> report_power, final <==
group	switching, mW	internal (mW)	leakage (nW)
clock network	0.160	0.205	0.0528
logic	0.00543	0.0311	0.416
registers	0	0.570	0.394
==> cell usage after synthesis (all sizes together), types with 2 or more instances <==
cell type	number	share of area, %
inv	3	0.56
dfxtp	2	2.0
edfxtp	43	64
nor3	2	0.50
nand2	8	1.5
xnor2	2	0.87
o21ai	5	1.2
nor2	6	1.1
buf	4	2.1
mux2i	7	3.5
nand3	3	0.75
o21a	2	0.75
and2	5	1.6
mux4	4	4.9
a21oi	2	0.50
nand2b	4	1.2
o22ai	2	0.62
ha	8	5.0
==> worst min-delay path by stage <==
stage	from	endpoint	slack, ps	cells after the start
final	r_Div[0]	r_Div[0]	390	1
after CTS	r_Div[0]	r_Div[0]	390	1
after global routing	r_Div[0]	r_Div[0]	430	1
==> flip-flops by register name, summed over array words and instances, names as in the netlist <==
signal,cells
r_Data_Index,5
r_Div,2
r_Data,32
r_State,2
o_CS,1
o_SCLK,1
o_MOSI,1
o_Ready,1
==> cells by family (layout without fill, tap and decap cells) <==
kind of cell	Yosys count	in the layout	synth area share (%)
multiplexers	12	12	8.90
XOR/XNOR	3	3	1.31
adder cells (fa/ha/maj)	8	8	4.98
buffers and inverters	8	49	3.30
AND-OR/OR-AND	18	18	5.92
flip-flops	45	45	66.3
AND/OR/NAND/NOR	35	35	9.34
==> worst max-delay path, stage by stage (launching register included) <==
cell      delay, ps
edfxtp_1        820
mux4_2          580
a311oi_1        280
a22oi_1         100
o21a_1          110
Power is estimated from default activity; no workload was simulated.
